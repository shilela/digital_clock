$ cat flow/run.sh
#!/bin/bash
# OpenROAD 26Q1-2900-gdf79404cd8, Yosys 0.63+post, stock flow scripts
make -C /OpenROAD-flow-scripts/flow DESIGN_CONFIG=/design/flow/config.mk WORK_HOME=/design/flow/orfs finish
$ cat flow/config.mk
export PLATFORM = sky130hd
export DESIGN_NAME = timing
export DESIGN_NICKNAME = timing
export VERILOG_FILES = /design/flow/design.v
export SDC_FILE = /design/flow/constraint.sdc
export NUM_CORES = 4
export LEC_CHECK = 1
export CORE_AREA = 10 10 108 108
export DIE_AREA = 0 0 118 118
export SYNTH_HDL_FRONTEND = slang
$ cat flow/constraint.sdc
current_design timing

set clk_period 4.8
set clk_io_pct 0.2

create_clock -name clk0 -period $clk_period [get_ports {clk}]

set non_clock_inputs [all_inputs -no_clocks]
set_input_delay [expr $clk_period * $clk_io_pct] -clock clk0 $non_clock_inputs
set_output_delay [expr $clk_period * $clk_io_pct] -clock clk0 [all_outputs]
$ cat flow/design.v
module timing(mode,reset_sec,clk,hr_high_timing_i,hr_low_timing_i,min_high_timing_i,min_low_timing_i,hr_high_timing_o,hr_low_timing_o,min_high_timing_o,min_low_timing_o,sec_high_timing_o,sec_low_timing_o,alarm);
input reset_sec,clk,mode;
output alarm;
reg alarm;
input[3:0] hr_high_timing_i,hr_low_timing_i,min_high_timing_i,min_low_timing_i;
output[3:0] hr_high_timing_o,min_high_timing_o,sec_high_timing_o,hr_low_timing_o,min_low_timing_o,sec_low_timing_o;
reg[3:0] hr_high_timing_o,min_high_timing_o,sec_high_timing_o,hr_low_timing_o,min_low_timing_o,sec_low_timing_o;
wire carry_sec,carry_min;
initial
begin
hr_high_timing_o<=0;
min_high_timing_o<=0;
sec_high_timing_o<=0;
hr_low_timing_o<=0;
min_low_timing_o<=0;
sec_low_timing_o<=0;
end
always @(posedge clk)  
begin
	if(!reset_sec) sec_low_timing_o<=0;  
  else if(sec_low_timing_o==9)  
    sec_low_timing_o<=0;  
  else  
    sec_low_timing_o<=sec_low_timing_o+1;  
end  
always @(posedge clk)   
begin  
  if(!reset_sec) sec_high_timing_o<=0;  
  else if(sec_low_timing_o==9)  
    begin  
      if(sec_high_timing_o==5)  
        sec_high_timing_o<=0;  
      else  
        sec_high_timing_o<=sec_high_timing_o+1;  
    end  
end  
assign carry_sec=((sec_high_timing_o==5)&&(sec_low_timing_o==9))?1:0;  
always @(posedge clk)   
begin  
  if(carry_sec)  
    begin  
     if(min_low_timing_o==9)  
        min_low_timing_o<= 0;  
     else 
        min_low_timing_o<=min_low_timing_o+1; 
    end 
   else  if(!mode)
		min_low_timing_o<=min_low_timing_i;
end  
always @(posedge clk)   
begin   
  if(carry_sec)  
    begin  
    if(min_low_timing_o==9)  
      begin  
      if(min_high_timing_o==5)  
        min_high_timing_o <= 0;  
      else 
        min_high_timing_o<= min_high_timing_o+1; 
      end  
    end 
    else if (!mode) 
		min_high_timing_o<=min_high_timing_i; 
end  
assign carry_min = ((min_high_timing_o==5)&&(min_low_timing_o==9))?1:0; 
always @(posedge clk)   
begin
  if(carry_min&&carry_sec)  
  begin  
    if((hr_high_timing_o==2)&&(hr_low_timing_o==3))   
      hr_low_timing_o<=0;  
    else
       if(hr_low_timing_o==9)  
        hr_low_timing_o <=0;  
       else  
        hr_low_timing_o <= hr_low_timing_o + 1; 
  end 
  else if(!mode)
	hr_low_timing_o<=hr_low_timing_i;
end  
always @(posedge clk)   
begin   
  if(carry_min&&carry_sec)  
  begin  
      if((hr_high_timing_o==2)&&(hr_low_timing_o==3))  
        hr_high_timing_o <= 0;  
      else if(hr_low_timing_o==9)  
        hr_high_timing_o<=hr_high_timing_o+1;  
  end  
  else if(!mode)
	hr_high_timing_o<=hr_high_timing_i;
end  
always @(negedge clk)  
      begin  
        if(!reset_sec)  
        begin  
			alarm<=0;
		end
		else
		begin
			if((min_high_timing_o==5&&min_low_timing_o==9&&sec_high_timing_o==5&&(sec_low_timing_o==0||sec_low_timing_o==2||sec_low_timing_o==4||sec_low_timing_o==6||sec_low_timing_o==8)
			    ||(min_high_timing_o==0&&min_low_timing_o==0&&sec_high_timing_o==0&&sec_low_timing_o==0))
			    &&(!(hr_high_timing_o==0&&(hr_low_timing_o==0||hr_low_timing_o==1||hr_low_timing_o==2||hr_low_timing_o==3||hr_low_timing_o==4||hr_low_timing_o==5||hr_low_timing_o==6)))
			&&mode)
			alarm<=1;
			else
			alarm<=0;
		end
	end
endmodule
==> impl_metrics.json <==
{
  "hold_viol_final": 0,
  "path_delay_family": "buffers and inverters",
  "end_kind": "primary output",
  "power.leakage_nw": 0.808,
  "cp_slowest_cell": "clkdlybuf4s50_1",
  "synth_seq_share": 0.435,
  "die-width_um": 118,
  "drtIter0Drc": 61,
  "power_switching_w": 0.000101,
  "num_rows": 35,
  "rsz0062_at_grt": "false",
  "async_flop_share": 0,
  "design_area_um2": 2150,
  "critPathRequiredTime_ns": 3.84,
  "grt_pass1_vias": 1218,
  "ys_ff": 25,
  "placed_area_um2": 2080,
  "ir_worst_vdd_mv": 0.0900,
  "antenna_found_initial": 0,
  "grt_use_met2": 0.0913,
  "ios": 44,
  "grt_use_total": 0.0558,
  "critPathKind": "reg -> out",
  "pwr-share-comb": 0.120,
  "syn_area_per_cell_um2": 9.98,
  "cp-start-kind": "register",
  "hold_buffers": 0,
  "htreeDepth": 1,
  "cts_resized": 0,
  "critPathBufInv": 1,
  "fp_util": 0.163,
  "setup_tns_ns": 0,
  "port_buffers": 43,
  "netlist_instances": 152,
  "setup_viol": 0,
  "max_slew.worst_pin.slew_ns": 0.652,
  "clk_pin_slew_worst_paths_ns": 0.09,
  "clock_latency_ns": 0.33,
  "skew_ns": 0.0626,
  "cpPeakStageDelay_ns": 0.46,
  "worstPathArrival_ns": 3.51,
  "warnings": 31,
  "cp_max_fo": 1,
  "post_cts_buffers": 0,
  "intPower_w": 0.000387,
  "layout-drive-gt1-share": 0.0670,
  "area_growth_pct": 41.6,
  "die_area_um2": 13900,
  "ys_types": 37,
  "yosys_cells": 152,
  "ys_chip_area_um2": 1520,
  "busiest_layer": "met2",
  "ant_nets": 0,
  "p_sw_frac": 0.207,
  "cap_violations": 0,
  "routed_wl_mm": 3.89,
  "slew_headroom": 0.561,
  "vias": 1217,
  "power_w": 0.000488,
  "drc_errors": 0,
  "edf_count": 16,
  "ys.warnings.count": 0,
  "cts_made_buffers": 3,
  "flop_cell": "edfxtp_1",
  "vias_per_cell": 3.77,
  "finalMaxSlewViolations": 0,
  "power.density_nw_per_um2": 227,
  "hp-class": "reg -> reg",
  "grt_pass1_wl_mm": 6.46,
  "grt_start_max_net_pins": 17,
  "met3_usage": 0.0156,
  "p_seq_frac": 0.507,
  "place_ws_ns": 0.491,
  "final_cells": 323,
  "wl_per_cell_um": 12.1,
  "grt-ovfl-total": 0,
  "setup_slack_ns": 0.331,
  "cts.sinks": 25,
  "diodes": 0,
  "numPlacedInstances": 319,
  "clock_power_share": 0.374,
  "synthesis.area_um2": 1520,
  "die_y_um": 118,
  "dp_hpwl_mm": 3.18,
  "met1_usage": 0.0745,
  "coreArea_um2": 9280,
  "outcome": "complete, no violations",
  "clockRootBuffer": "clkbuf_8",
  "drt_first_pass_iters": 4,
  "tritoncts": "yes",
  "place.gp.congestion": 0.787,
  "crit_chain": "clkdlybuf4s50_1",
  "cts_buffer_depth": 2
}
[power groups by stage]
stage | Clock, W | Combinational (W) | Sequential [W]
global route | 0.000202 | 0.0000657 | 0.000249
finish | 0.000182 | 0.0000584 | 0.000247
CTS | 0.000191 | 0.0000603 | 0.000248
[synthesized netlist by cell type, types with 2 or more instances]
cell type,instances,area (um2)
dfxtp_1,9,180
and3_1,2,12.5
a21boi_0,3,22.5
nor2_1,6,22.5
nand2_1,21,78.8
nand2b_1,2,12.5
xnor2_1,6,52.6
edfxtp_1,16,480
inv_1,8,30.0
buf_4,3,22.5
and2_1,4,25.0
and4bb_2,2,25.0
nand3b_1,3,22.5
xor2_1,3,26.3
ha_1,7,87.6
nor2b_1,4,25.0
a21oi_1,6,30.0
nand4_1,3,18.8
nand3_1,6,30.0
o21ai_2,4,35.0
nor3_1,3,15.0
o21ai_0,11,55.1
mux2i_1,6,60.1
[per-layer routing]
metal  wire length, um  vias up
met1              1770      566
li1                  -      627
met3               191        2
met2              1900       22
met4                35        0
met5                 0        -
[final timing paths]
check,start,end,slack (ns),cells past startpoint
hold reg to reg,sec_low_timing_o[2],sec_low_timing_o[2],0.61,2
setup reg to reg,hr_low_timing_o[3],alarm,1.20,4
hold / removal,sec_low_timing_o[2],sec_low_timing_o[2],0.61,2
setup / recovery,alarm,alarm,0.33,1
[kinds of logic after synthesis]
family          synth area share
compound gates             0.147
simple gates               0.228
xor+xnor                  0.0519
flops                      0.435
buf+inv                   0.0404
fa+ha+maj                 0.0577
mux                       0.0396
[stage by stage]
| step | util | hold slack, ns |
|---|---|---|
| after detailed placement | 0.224 | 0.590 |
| after global placement | 0.224 | 0.586 |
| after global routing | 0.232 | 0.650 |
| after floorplan | - | 0.511 |
| after CTS | 0.232 | 0.606 |
| final | 0.232 | 0.608 |
[placed cells by master (no fill, tap or decap), types with 3 or more instances in the layout]
cell type	n
clkdlybuf4s50_1	43
nand2_1	21
edfxtp_1	16
o21ai_0	11
dfxtp_1	9
inv_1	8
ha_1	7
a21oi_1	6
nor2_1	6
nand3_1	6
mux2i_1	6
xnor2_1	6
nor2b_1	4
o21ai_2	4
and2_1	4
nand3b_1	3
nor3_1	3
nand4_1	3
xor2_1	3
a21boi_0	3
clkbuf_8	3
[state kept, by name, indices dropped and copies added, names as in the netlist]
register	count
min_low_timing_o	4
sec_low_timing_o	4
alarm	1
min_high_timing_o	4
hr_low_timing_o	4
hr_high_timing_o	4
sec_high_timing_o	4
[cell type report]
cell class	count	area [um2]
inverters	7	26.3
clock buffers	3	41.3
well taps	129	161
multi-input cells	114	796
fillers	1024	7130
repair buffers	43	430
flip-flops and latches	25	661
clock inverters	2	33.8
Power figures rest on the tool's default switching activity, not on a simulated workload.
