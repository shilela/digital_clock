--- design/flow/design.v ---
module alarm(alarm_set,alarm,hr_high_alarm_i,hr_low_alarm_i,hr_high_alarm_o,hr_low_alarm_o,sec_high_z_i,sec_low_z_i
,alarm_clk,change,turn,LED_hr,LED_min);
input alarm_set,change,turn,alarm_clk;
input[3:0] hr_high_alarm_i,hr_low_alarm_i,sec_high_z_i,sec_low_z_i;
output alarm,LED_hr,LED_min;
output[3:0] hr_high_alarm_o,hr_low_alarm_o;
reg[3:0] hr_high_alarm_o,hr_low_alarm_o;
reg alarm;
reg change_t,alarm_set_t;
reg alarm_div;
initial
begin
hr_high_alarm_o<=1;
hr_low_alarm_o<=8;
alarm_div<=0;
end
always @(posedge alarm_clk)
begin
change_t<=change;
alarm_set_t<=alarm_set;
end
always @(posedge alarm_clk)  
begin  
    if(alarm_set_t==0&&alarm_set==1);
	else if(alarm_set_t==1&&alarm_set==0);
	else if(change_t!=change)
	begin
    if(turn)  
      begin  
        if((hr_high_alarm_o==2)&&(hr_low_alarm_o==3))  
          begin  
            hr_high_alarm_o<=1;  
            hr_low_alarm_o<=8;  
          end  
        else  
          if(hr_low_alarm_o==9)  
            begin  
              hr_low_alarm_o<=0;  
              hr_high_alarm_o<=hr_high_alarm_o+1;  
            end  
          else  
            hr_low_alarm_o<=hr_low_alarm_o+1;  
      end 
      end 
    end  
always @(posedge alarm_clk)  
begin
alarm_div<=!alarm_div;
if(alarm_set==0)
begin
	if(sec_high_z_i==0&&((hr_high_alarm_i<hr_high_alarm_o)||(hr_high_alarm_i==hr_high_alarm_o&&hr_low_alarm_i<hr_low_alarm_o)))
		alarm<=!alarm; 
	else if(hr_high_alarm_i<hr_high_alarm_o&&alarm_div)
		alarm<=!alarm; 
	else if(hr_high_alarm_i==hr_high_alarm_o&&hr_low_alarm_i<hr_low_alarm_o&&alarm_div)
		alarm<=!alarm;
end
end
assign LED_hr=turn&&alarm_set;
assign LED_min=!turn&&alarm_set;
endmodule
--- design/flow/run.sh ---
#!/bin/bash
# OpenROAD 26Q1-2900-gdf79404cd8, Yosys 0.63+post, stock flow scripts
make -C /OpenROAD-flow-scripts/flow DESIGN_CONFIG=/design/flow/config.mk WORK_HOME=/design/flow/orfs finish
--- design/flow/config.mk ---
export PLATFORM = sky130hd
export DESIGN_NAME = alarm
export DESIGN_NICKNAME = alarm
export VERILOG_FILES = /design/flow/design.v
export SDC_FILE = /design/flow/constraint.sdc
export NUM_CORES = 4
export LEC_CHECK = 1
export CORE_AREA = 10 10 72 72
export DIE_AREA = 0 0 82 82
export SYNTH_HDL_FRONTEND = slang
--- design/flow/constraint.sdc ---
current_design alarm

set clk_period 2.4
set clk_io_pct 0.2

create_clock -name clk0 -period $clk_period [get_ports {alarm_clk}]

set non_clock_inputs [all_inputs -no_clocks]
set_input_delay [expr $clk_period * $clk_io_pct] -clock clk0 $non_clock_inputs
set_output_delay [expr $clk_period * $clk_io_pct] -clock clk0 [all_outputs]
==> qor.yml <==
yosys:
  yosys.stat.chipArea_um2: 744.5
  synth_compound_gate_area_share_pct: 7.227
  syn_avg_cell_area_um2: 10.34
  synth_cells: 72
  post_synth_mux_area_share_pct: 1.345
  syn_area_um2: 744.5
  topCombFamilyByArea: "adder cells"
  edf_count: 9
  synth-main-ff-cell: "sky130_fd_sc_hd__edfxtp_1"
  ys_sh_simple_pct: 17.65
  xor_area_share_pct: 5.882
  asyncSetResetFlopFracSynth_pct: 0
  synth_flop_count: 12
  post_synth_fa_ha_maj_area_fraction_pct: 18.49
  largest_area_cell: "sky130_fd_sc_hd__edfxtp_1"
  cell_area_leaders: "sky130_fd_sc_hd__edfxtp_1, sky130_fd_sc_hd__ha_1, sky130_fd_sc_hd__dfxtp_1"
  synth.distinct_cells: 23
  ys_cells: 72
  synth_seq_share_pct: 44.37
  yosys.area.top_type_share_pct: 36.30
  yosysWarnings: 0
sta:
  min_cycle_time_layout_ns: 2.139
  achievable-frequency_ghz: 0.4675
  maxSlewHeadroom_pct: 77.52
  max_slew_vio_count: 0
  fin_worst_skew_ns: 0.007489
  timing.final.setup_violations: 0
  setup_repair_after_global_routing_missed_its_margin: "no"
  finalSetupTns_ns: 0
  worst_hold_slack_ns: 0.3774
  fin_crit_sh_pct: 89.13
  worst-slew-pin-transition_ns: 0.3337
  final_hold_viol_count: 0
die:
  die-height_um: 82
  floorplan.die.width_um: 82
  starting_density_of_the_core_pct: 20.18
  rows: 22
  design.portCount: 31
  core-area_um2: 3689
  dieArea_um2: 6724
detailed_routing:
  detail_route.wirelength_um: 1732
  wl_per_cell_um: 11.55
  diodes: 0
  final_antenna_violating_net_count: 0
  drt-pass1-iter-count: 2
  detail_route.vias_per_cell: 4.020
  remaining_drc_errors: 0
  detailroute.via_count: 603
  initialDrtViolationCount: 22
cells_and_area:
  layout_top_cells_excl_fill_tap: "sky130_fd_sc_hd__clkdlybuf4s50_1, sky130_fd_sc_hd__ha_1, sky130_fd_sc_hd__inv_1, sky130_fd_sc_hd__edfxtp_1, sky130_fd_sc_hd__nor2_1"
  layout.cells.most_common: "sky130_fd_sc_hd__clkdlybuf4s50_1"
  finish.cell_count_without_fillers: 150
  layout-drive-gt1-share_pct: 3.922
  layout-area-overhead-vs-synth_pct: 49.08
critical_path:
  worst-setup-path-type: "input port to output pin"
  crit_reg_reg_startpoint: "hr_high_alarm_o[0]"
  wp_data_required_ns: 1.92
  worstRegToRegCells: 6
  timing.critical_path.from_type: "input port"
  cp_data_arrival_time_ns: 1.66
  worstPathMaxFanout: 5
  cp-end-kind: "output pin"
  critical_path_startpoint: "alarm_set"
cts:
  clock-sinks: 12
  cts.htree.levels: 1
  cts-hold-fix-buffers: 0
  post_cts_setup_buffer_count: 0
  cts_resized: 0
  cts-root-buf: "sky130_fd_sc_hd__clkbuf_8"
  clk_transition_reported_paths_ns: 0.05
  clock.latency.late_pin_ns: 0.24
  cts_made_buffers: 3
  clock_path_buffers: 2
  tritoncts_clock_tree: "yes"
global_routing:
  grt_first_pass_wirelength_um: 2780
  pin_count_of_the_biggest_net_entering_global_routing: 9
  antenna_found_initial: 0
  overflow: 0
  first_global_vias: 598
  global_route.usage.total_pct: 5.263
power_and_ir_drop:
  total_leakage_power_nw: 0.4536
  vdd_ir_drop_max_mv: 0.2914
  power_density_nw_per_um2: 439.7
  finalPower_uw: 487.9
placed_design:
  post-dp-hpwl_um: 1441
  buffer_ports.inserted: 26
  place_inst: 146
  gpl.final_weighted_congestion: 0.7636
job:
  stage_log_warnings: 31
  maxCapViolCount: 0
outcome:
  status: "complete, no violations"
worst_hold_path:
  hold_start: "alarm_div"
  hp-class: "register to register"
  hold-path-cell-count: 1
-- cell type report --
cell class | instances | area, um^2
Tap cell | 48 | 60.06
Clock inverter | 1 | 3.754
Inverter | 10 | 37.54
Fill cell | 385 | 2579
Multi-Input combinational cell | 50 | 376.6
Clock buffer | 3 | 41.29
Timing Repair Buffer | 26 | 260.3
Sequential cell | 12 | 330.3
-- cell families after synthesis --
logic type / Yosys count
buffers and inverters: 10
XOR/XNOR: 5
AND-OR/OR-AND: 8
multiplexers: 1
adder cells (fa/ha/maj): 11
flip-flops: 12
AND/OR/NAND/NOR: 25
-- stage by stage --
stage	setup WS [ns]	instance area, um^2	utilization, %
floorplan	0.6847	744.5	-
global placement	0.1910	1065	28.87
detailed placement	0.1825	1065	28.87
CTS	0.2331	1110	30.09
global route	0.1986	1110	30.09
finish	0.2608	1110	30.09
-- where the power goes --
group | switching, mW | leakage [nW] | internal (mW)
Combinational | 0.0223 | 0.324 | 0.0449
Clock | 0.0734 | 0.0231 | 0.113
Sequential | 0.00605 | 0.107 | 0.229
Total | 0.102 | 0.454 | 0.386
-- registers in the layout, summed over array words and instances, names as in the netlist --
name             cells
hr_high_alarm_o      4
change_t             1
alarm                1
hr_low_alarm_o       4
alarm_div            1
alarm_set_t          1
-- final timing paths --
| check | endpoint | slack [ns] |
|---|---|---|
| min | alarm_div | 0.38 |
| min reg2reg | alarm_div | 0.38 |
| max | LED_min | 0.26 |
| max reg2reg | hr_high_alarm_o[2] | 0.57 |
-- metal layers --
metal	vias to the layer above	global-route usage, %	share of wire, %
li1	311	-	-
met5	-	0	0
met2	19	7.915	41
met3	2	2.974	12
met4	0	0.6803	0.58
met1	271	6.676	46
-- worst max-delay path: stages --
cell and delay (ns):
sky130_fd_sc_hd__clkdlybuf4s50_1 0.55, sky130_fd_sc_hd__nor2b_1 0.15, sky130_fd_sc_hd__clkdlybuf4s50_1 0.48
-- cells in the mapped netlist (2+ instances only) --
cell,count
sky130_fd_sc_hd__ha_1,11
sky130_fd_sc_hd__a21oi_1,3
sky130_fd_sc_hd__dfxtp_1,3
sky130_fd_sc_hd__nand2_1,6
sky130_fd_sc_hd__nor2_1,7
sky130_fd_sc_hd__nand3_1,2
sky130_fd_sc_hd__and3_1,2
sky130_fd_sc_hd__xnor2_1,4
sky130_fd_sc_hd__and2_1,2
sky130_fd_sc_hd__edfxtp_1,9
sky130_fd_sc_hd__inv_1,10
sky130_fd_sc_hd__nor2b_1,2
Power and IR drop assume default switching activity.
