## run.sh

```bash
#!/bin/bash
# OpenROAD 26Q1-2900-gdf79404cd8, Yosys 0.63+post, stock flow scripts
make -C /OpenROAD-flow-scripts/flow DESIGN_CONFIG=/design/flow/config.mk WORK_HOME=/design/flow/orfs finish
```

## config.mk

```make
export PLATFORM = sky130hd
export DESIGN_NAME = change
export DESIGN_NICKNAME = change
export VERILOG_FILES = /design/flow/design.v
export SDC_FILE = /design/flow/constraint.sdc
export NUM_CORES = 4
export LEC_CHECK = 1
export CORE_AREA = 10 10 96 96
export DIE_AREA = 0 0 106 106
export SYNTH_HDL_FRONTEND = slang
```

## constraint.sdc

```tcl
current_design change

set clk_period 6.4
set clk_io_pct 0.2

create_clock -name clk0 -period $clk_period [get_ports {alarm_clk}]

set non_clock_inputs [all_inputs -no_clocks]
set_input_delay [expr $clk_period * $clk_io_pct] -clock clk0 $non_clock_inputs
set_output_delay [expr $clk_period * $clk_io_pct] -clock clk0 [all_outputs]
```

## design.v

```verilog
module change(mode,clk,alarm_clk,choose,change,turn,LED_hr,LED_min,hr_high_setting_i,hr_low_setting_i,min_high_setting_i,min_low_setting_i,hr_high_setting_o,hr_low_setting_o,min_high_setting_o,min_low_setting_o);
input mode,change,turn,clk,alarm_clk,choose;
output LED_hr,LED_min,hr_high_setting_o,hr_low_setting_o,min_high_setting_o,min_low_setting_o;
input[3:0] hr_high_setting_i,hr_low_setting_i,min_high_setting_i,min_low_setting_i;
reg[3:0] hr_high_setting_o,hr_low_setting_o,min_high_setting_o,min_low_setting_o;
reg mode_t,change_t,clk_t;
always @(posedge alarm_clk)
begin
mode_t<=mode;
change_t<=change;
clk_t<=clk;
end
always @(posedge alarm_clk)  
begin  
    if(mode_t==1&&mode==0)
    begin
		hr_high_setting_o<=hr_high_setting_i;  
		hr_low_setting_o<=hr_low_setting_i; 
	end
	else if(mode_t==0&&mode==1);
	else if(choose)
	begin
	if(change_t!=change)
	begin
    if(turn)  
      begin  
        if((hr_high_setting_o==2)&&(hr_low_setting_o==3))  
          begin  
            hr_high_setting_o<=0;  
            hr_low_setting_o<=0;  
          end  
        else  
          if(hr_low_setting_o==9)  
            begin  
              hr_low_setting_o<=0;  
              hr_high_setting_o<=hr_high_setting_o+1;  
            end  
          else  
            hr_low_setting_o<=hr_low_setting_o+1;  
      end 
      end 
    end  
    else if(!choose)
    begin
	if(clk_t!=clk)
	begin
    if(turn)  
      begin  
        if((hr_low_setting_o==3)&&(hr_high_setting_o==2))  
          begin  
            hr_high_setting_o<=0;  
            hr_low_setting_o<=0;  
          end  
        else  
          if(hr_low_setting_o==9)  
            begin  
              hr_low_setting_o<=0;  
              hr_high_setting_o<=hr_high_setting_o+1;  
            end  
          else  
            hr_low_setting_o<=hr_low_setting_o+1;  
      end 
      end 
    end  
   end   
always @(posedge alarm_clk)  
    begin  
     if(mode_t==1&&mode==0)
     begin
		min_low_setting_o<=min_low_setting_i;  
        min_high_setting_o<=min_high_setting_i;
      end
      else if(mode_t==0&&mode==1);
      else if(choose)
      begin
      if(change_t!=change)
      begin
		if(!turn)  
        begin  
          if((min_low_setting_o==9)&&(min_high_setting_o==5))  
            begin  
              min_low_setting_o<=0;  
              min_high_setting_o<=0;  
            end  
          else   
            if(min_low_setting_o==9)  
              begin  
                min_low_setting_o<=0;  
                min_high_setting_o<=min_high_setting_o+1;  
              end  
            else  
              min_low_setting_o<=min_low_setting_o+1;  
        end  
        end
      end  
      else if(!choose)
      begin
      if(clk_t!=clk)
      begin
		if(!turn)  
        begin  
          if((min_low_setting_o==9)&&(min_high_setting_o==5))  
            begin  
              min_low_setting_o<=0;  
              min_high_setting_o<=0;  
            end  
          else   
            if(min_low_setting_o==9)  
              begin  
                min_low_setting_o<=0;  
                min_high_setting_o<=min_high_setting_o+1;  
              end  
            else  
              min_low_setting_o<=min_low_setting_o+1;  
        end  
        end
      end  
	end
assign LED_hr=turn&&!mode;
assign LED_min=!turn&&!mode;
endmodule
```

==> qor.txt <==
vias in the first global route = 952
Storage cell area = 541 um2
Clock Path Buffers = 2
crit path DRT = 5.12 ns
worst reg2reg path startpoint = hr_low_setting_o[0]
largest fanout on the critical path = 4
Final min period = 3.76 ns
status = finished, final reports clean
Hold Path End = hr_high_setting_o[0]
worst IR drop on VDD = 0.112 mV
CTS root buf = clkbuf_8
setup bufs post-CTS = 0
setup_tns = 0 ns
met3 wire length = 168 um
Rows = 31
CP endpoint kind = output pin
non-filler instance count after layout = 247
Top Ports = 40
most used cell, CP = clkdlybuf4s50_1
R2R setup slack = 4.38 ns
hold crit path type = reg -> reg
worst-path cell chain = clkdlybuf4s50_1, inv_1, nor2_1, clkdlybuf4s50_1
FFs w/ async S/R, synth = 0%
TritonCTS buffer count = 3
final hold vios = 0
post-cts sizing count = 0
switch share = 24.7%
Power Density = 187 nW/um2
crit path DAT = 2.48 ns
final slew viol count = 0
CTS tree = done
clock sinks = 19
final wirelength = 2.86 mm
per-cell routed wire length = 11.6 um
Tcrit/Tclk final = 58.7%
metal2 WL = 1.34 mm
Placed Cells = 243
power share of the sequential group = 51.2%
Net Switching = 76.9 uW
dominant cells by area after synthesis = edfxtp_1 43%, ha_1 9.0%, nand2_1 6.1%, dfxtp_1 5.4%, o31ai_1 4.7%
routed length on met1 = 1.35 mm
Fillers = 801
Slowest-stage cell, CP = clkdlybuf4s50_1
Synth top cells by count = 18 x nand2_1, 16 x edfxtp_1, 8 x ha_1
Cell Area, Synth = 1110 um2
hold path depth = 1
setup violators final = 0
drc violations = 0
area growth from synthesis to layout = 49.8%
Post-CTS Hold Fix Bufs = 0
Core ar. = 7210 um2
Clk network pwr share = 26.5%
Final Skew = 0.00721 ns
reg-to-reg endpoint = hr_high_setting_o[0]
die height = 106 um
drt first pass iters = 2
RSZ-0062 raised after global routing = false
logic gate share of total power = 22.3%
FP Core Util = 15.5%
Crit path largest cell delay = 0.55 ns
clk latency late pin = 0.25 ns
Top-area cell share = 43.1%
share of cells above drive strength 1 = 7.43%
drt initial violations = 8
reg2reg path depth = 5
Mapped Cells = 107
Yosys top cell by instances = nand2_1
Slew @ Worst Pin = 0.579 ns
hold path startpoint = hr_high_setting_o[0]
critical path launch point type = input pin
Die Width = 106 um
placer congestion estimate = 0.756
Synthesis Warnings = 0
fmax = 266 MHz
chip area in the Yosys report = 1110 um2
Setup CP Type = in -> out
initial antenna violation count = 0
largest net degree at the start of global routing = 26
Internal Power = 235 uW
tool warnings = 29
EDFF count, synth = 16
DIE AREA = 11,200 um2
Via Count = 882
CTS H-Tree Depth = 1
Worst-path clk slew = 0.07 ns
first-pass GRT wire length = 4.62 mm
max layer used = met3
GRT overflow = 0
Max Cap Violations = 0
Yosys Instances = 107
P_leak = 0.000599 uW
leading area contributor after synthesis = edfxtp_1
overall global routing resource usage = 5.01%
Most common reg cell = edfxtp_1
Routed Antenna Nets = 0
#FFs+latches synth = 19
Via density = 3.57
Post-Syn Area per Cell = 10.4 um2
Logic area = 536 um2
distinct lib cells = 26
Synth Seq Share = 48.5%
Slew headroom = 61.1%
IO Port Bufs = 39
DP Wirelength = 2.37 mm
diodes inserted = 0
[stage by stage]
stage | utilization (%) | area [um2] | setup slack [ns] | total power [uW] | hold slack, ns
6_report | 23.2 | 1670 | 2.64 | 312 | 0.689
5_1_grt | 23.2 | 1670 | 2.56 | 332 | 0.734
4_1_cts | 23.2 | 1670 | 2.64 | 321 | 0.698
3_5_place_dp | 22.5 | 1620 | 2.65 | 234 | 0.684
3_3_place_gp | 22.5 | 1620 | 2.69 | 234 | 0.679
2_1_floorplan | - | 1110 | 3.77 | 192 | 0.609
[power groups by stage]
stage / clock network (uW) / registers, uW / logic (uW)
CTS: 89.1 / 160 / 71.8
global route: 91.6 / 162 / 78.6
finish: 82.6 / 160 / 69.3
[worst max path at each step]
stage | startpoint | endpoint | slack (ns) | depth (start not counted)
global route | turn | LED_hr | 2.56 | 4
CTS | turn | LED_hr | 2.64 | 4
finish | turn | LED_hr | 2.64 | 4
[metal layers]
layer | up-vias | GRT usage [%]
met5 | - | 0
met4 | 0 | 0.193
met3 | 0 | 1.65
met2 | 27 | 8.57
met1 | 397 | 6.37
li1 | 458 | -
[flip-flops by register name (all words and copies together), names as in the netlist]
register	cells
change_t	1
clk_t	1
hr_high_setting_o	4
hr_low_setting_o	4
min_high_setting_o	4
min_low_setting_o	4
mode_t	1
[layout by cell type (no fill, tap or decap), types with 3 or more instances in the layout]
cell type,n
clkdlybuf4s50_1,39
nand2_1,18
edfxtp_1,16
ha_1,8
inv_1,7
o31ai_1,7
o21ai_0,7
xnor2_1,6
nor2_1,6
xor2_1,4
nand3_1,4
o21ai_1,3
dfxtp_1,3
clkbuf_8,3
[worst max-delay path: cells and delay by family]
family | cells | cell delay, ns
and+or+nand+nor | 1 | 0.10
buffers and inverters | 3 | 1.11
[logic make-up after synthesis]
family                   Yosys count  synth area share [%]
XOR/XNOR                          10                  7.86
buffers and inverters             10                  3.70
adder cells (fa/ha/maj)            9                  9.99
flip-flops                        19                  48.5
AND-OR/OR-AND                     23                  14.6
AND/OR/NAND/NOR                   36                  15.4
[area by class of cell]
class / count / area share (%)
flip-flops and latches: 19 / 32.4
clock buffers: 3 / 2.47
clock inverters: 1 / 0.300
repair buffers: 40 / 23.8
multi-input cells: 78 / 32.1
well taps: 99 / 7.42
inverters: 7 / 1.57
Power and IR drop assume default switching activity.
